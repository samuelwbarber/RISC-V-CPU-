==> design.v <==
module Cache #(
    parameter  INDEX_WIDTH = 4,
               DATA_WIDTH =32
)(
    input logic [INDEX_WIDTH-1:0] iIndex,
    input logic  iFlush,
    input logic  [DATA_WIDTH-1:0] iAddress,
    input logic iHit,
    input logic [DATA_WIDTH-1:0] iWriteCacheData,
    input logic  [INDEX_WIDTH-1:0] iFlushAddress,
    output logic [25:0] oTag,
    output logic oV,
    output logic [DATA_WIDTH-1:0]    oData
);
    logic [DATA_WIDTH-1:0] data_cache_array [0:2**INDEX_WIDTH-1];
    logic valid_cache_array [0:2**INDEX_WIDTH-1];
    logic [25:0] tag_cache_array [0:2**INDEX_WIDTH-1];
    always_comb begin
        oTag = tag_cache_array[iIndex];
        oV = valid_cache_array[iIndex];
        oData = data_cache_array[iIndex];
    end
    always_latch begin
        if (iFlush==1) begin
            valid_cache_array[iFlushAddress] = 0;
        end
    end
    always_latch begin
        if (iHit==1)begin 
            oData = data_cache_array[iIndex];   
        end
        else begin
            tag_cache_array[iIndex] = iAddress[31:6];
            valid_cache_array[iIndex] = 1;
            data_cache_array[iIndex]= iWriteCacheData;
        end
    end
endmodule
==> run.sh <==
#!/bin/bash
# OpenROAD 26Q1-2900-gdf79404cd8, Yosys 0.63+post, stock flow scripts
make -C /OpenROAD-flow-scripts/flow DESIGN_CONFIG=/design/flow/config.mk WORK_HOME=/design/flow/orfs finish
==> config.mk <==
export PLATFORM = sky130hd
export DESIGN_NAME = Cache
export DESIGN_NICKNAME = Cache
export VERILOG_FILES = /design/flow/design.v
export SDC_FILE = /design/flow/constraint.sdc
export NUM_CORES = 4
export LEC_CHECK = 1
export CORE_UTILIZATION = 30
export SYNTH_HDL_FRONTEND = slang
==> constraint.sdc <==
current_design Cache

set clk_period 4.0
set clk_io_pct 0.2

create_clock -name clk0 -period $clk_period

set non_clock_inputs [all_inputs -no_clocks]
set_input_delay [expr $clk_period * $clk_io_pct] -clock clk0 $non_clock_inputs
set_output_delay [expr $clk_period * $clk_io_pct] -clock clk0 [all_outputs]
==> Changelog: implementation <==
### Changed

- WS Path Type: input pin to output port
- Crit path time final: 3.45 ns
- Logic pwr share: 0.799
- Non-Filler Instances: between 1,000 and 1,500
- Placed instance area: 10,800 sq um
- Vias in the first global route: approximately 5,400
- ANT nets after route: 0
- DIE WIDTH: around 180 um
- Post-DP HPWL: 12,600 um
- Max_cap viols: 0
- Via density: 4.64
- Rows: 65
- DR DRC count: 0
- Final non-filler cell area: ~11,000 sq um
- YS chip area: slightly below 10,000 sq um
- Iteration tally of the first detailed-router pass: 4
- Diode count: 0
- CP Data Arrival Time: 2.65 ns
- Starting Density: 0.305
- Die Height: approximately 180 um
- Leakage power: ~4.8 nW
- PD cells: 48.7 nW/um^2
- Critical path endpoint category: output port
- Mapped Cells: 695
- GRT Total Usage: 0.131
- Resize count post-CTS: 0
- IO Port Bufs: approximately 57
- Count of unclocked register or latch pins: 416
- Most common logic cell in the routed design: dlxtp_1
- Tcrit/Tclk final: 0.863
- Core Box Area: around 32,000 sq um
- Fmax: 290 MHz
- Total grt overflow: 0
- Clock share of power: 0
- Status: completed
- First-pass GRT wire length: between 30,000 and 40,000 um
- Routability cong.: about 0.76
- Max-slew violation count: 0
- Mean Syn Cell Area: 13.8 sq um
- RSZ-0062 raised after global routing: false
- Hold Crit Class: input pin to output port
- Pin count of the biggest net entering global routing: around 46
- #FFs+latches synth: 416
- Number of DRC markers in iteration 0: 205
- Netlist Area Pre-Place: 9620 sq um
- Startpoint Class: input pin
- Reg power frac: 0.201
- Worst Tran Pin Value: 0.625 ns
- Internal power: roughly 0.31 mW
- Max-slew headroom: 0.581
- Synth Warn #: 80
- Number of unconstrained endpoints: roughly 420
- Worst VDD drop: 0.0000261 V
- Unique cell types: 17
- Top cells excl fill/tap: dlxtp_1 (416), mux4_2 (104), clkdlybuf4s50_1 (55), a22oi_1 (52), conb_1 (33)
- Die area: 32,800 sq um
- Switching Share: 0.402
- Final Hold Viols: 0
- IO Pins: 133
- Max FFs per register: 416
- Crit path DRT: 3.20 ns
- Post-cts hold buffer count: 0
- Routed vias: between 5,000 and 6,000
- Highest net fanout along the worst path: 26
- P_sw: 0.212 mW
- Drt wl/cell: between 15 and 20 um
- OpenROAD warnings: 75
- Fraction of layout cells with a size suffix above 1: 0.210
- Post-CTS Setup Inserts: 0
- Routed wire length: 20,200 um
- Yosys cell count: 695
- Initial antenna violation count: 0
- Fill count: slightly above 3,000
- Layout area overhead: 12.5%
- TNS Setup: 0 ns
- Final setup violation count: 0
- Inst Count DP: 1,149
==> logic make-up (layout without fill, tap and decap cells) <==
group | count (synthesis) | after routing | synth area share
latches | 416 | 416 | 0.649
other | 1 | 33 | 0.000390
and+or+nand+nor | 54 | 54 | 0.0241
buffers and inverters | 68 | 88 | 0.0421
AOI/OAI and AO/OA | 52 | 52 | 0.0406
muxes | 104 | 104 | 0.243
==> critical path, stage by stage <==
cell,delay [ns]
clkdlybuf4s50_1,0.63
nor2b_2,0.25
buf_12,0.22
a22oi_1,0.10
nand2_1,0.11
clkdlybuf4s50_1,0.52
==> Yosys cell counts <==
master	n	area [sq um]
or3_1	1	6.26
nor3_1	4	20.0
buf_2	9	45.0
buf_4	37	278
dlxtp_1	416	6250
clkbuf_1	19	71.3
nor2_1	14	52.6
and2_1	1	6.26
mux4_2	104	2340
a22oi_1	52	390
or3b_2	1	8.76
nand2b_1	2	12.5
nor2b_1	2	12.5
nand3b_1	1	7.51
nand2_1	28	105
conb_1	1	3.75
buf_1	3	11.3
==> power groups by stage <==
stage | Sequential [mW] | Combinational, mW | Clock [mW]
after CTS | 0.106 | 0.433 | 0
after global routing | 0.107 | 0.464 | 0
final | 0.106 | 0.421 | 0
==> layout make-up <==
class	instances	area, sq um	share of cell area
multi-input cells	243	3150	0.291
well taps	402	503	0.0465
repair buffers	88	927	0.0857
flip-flops and latches	416	6250	0.577
==> through the flow <==
step           hold slack [ns]  power (mW)  utilization  setup slack (ns)
2_1_floorplan             1.88       0.335            -              1.23
3_3_place_gp              2.63       0.533        0.343             0.473
3_5_place_dp              2.62       0.538        0.343             0.475
4_1_cts                   2.62       0.539        0.343             0.464
5_1_grt                   2.66       0.571        0.343             0.355
6_report                  2.61       0.527        0.343             0.550
==> per-layer routing <==
metal  global-route usage  part of all wire
met2                0.209              0.47
met4              0.00169            0.0017
met5                    0                 0
met1                0.205              0.47
met3               0.0263             0.057
==> worst paths after layout <==
check,from,end,slack (ns),cells after the start
max,iIndex[2],oTag[0],0.55,6
min,iIndex[1],oTag[19],2.61,5
Power and IR drop assume default switching activity.
