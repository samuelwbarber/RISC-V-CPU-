[flow/constraint.sdc]
current_design AluE

set clk_period 20.0
set clk_io_pct 0.2

create_clock -name clk0 -period $clk_period

set non_clock_inputs [all_inputs -no_clocks]
set_input_delay [expr $clk_period * $clk_io_pct] -clock clk0 $non_clock_inputs
set_output_delay [expr $clk_period * $clk_io_pct] -clock clk0 [all_outputs]
[flow/config.mk]
export PLATFORM = sky130hd
export DESIGN_NAME = AluE
export DESIGN_NICKNAME = AluE
export VERILOG_FILES = /design/flow/design.v
export SDC_FILE = /design/flow/constraint.sdc
export NUM_CORES = 4
export LEC_CHECK = 1
export CORE_UTILIZATION = 40
[flow/design.v]
module AluE #(
    parameter  OP_WIDTH = 4,
               DATA_WIDTH =32
)(
    input  logic [OP_WIDTH-1:0]     iAluControl  ,
    input  logic [DATA_WIDTH-1:0]   iAluOp1  ,
    input  logic [DATA_WIDTH-1:0]   iAluOp2  ,
    output logic [DATA_WIDTH-1:0]   oAluResult  ,
    output logic                    oZero 
);
    logic [DATA_WIDTH-1:0] out;
    always_comb begin
        oAluResult = {DATA_WIDTH{1'b0}};
        case (iAluControl)
            4'b0000: out = iAluOp1 + iAluOp2;                                           
            4'b0001: out = iAluOp1 - iAluOp2;                                           
            4'b0010: out = iAluOp1 << iAluOp2;                                          
            4'b0011: out = ($signed(iAluOp1)   >   $signed(iAluOp2))  ? 32'b0 : 32'b1;  
            4'b0100: out = ($unsigned(iAluOp1) > $unsigned(iAluOp2))  ? 32'b0 : 32'b1;  
            4'b0101: out = iAluOp1 ^ iAluOp2;                                           
            4'b0110: out = iAluOp1 >> iAluOp2;                                          
            4'b0111: out = iAluOp1 >>> iAluOp2;                                         
            4'b1000: out = iAluOp1 | iAluOp2;                                           
            4'b1001: out = iAluOp1 & iAluOp2;                                           
            default: out = 32'd5;
        endcase
        if (out==32'b0) begin
            oZero      = 1'b1;
            oAluResult = 32'b0;
        end
        else begin
            oZero      = 1'b0;
            oAluResult = out;
        end
    end
endmodule
[flow/run.sh]
#!/bin/bash
# OpenROAD 26Q1-2900-gdf79404cd8, Yosys 0.63+post, stock flow scripts
make -C /OpenROAD-flow-scripts/flow DESIGN_CONFIG=/design/flow/config.mk WORK_HOME=/design/flow/orfs finish
==> run summary <==
fresh numbers from the pnr run: Post-Route WL=48500 um, cts repair resizes=0, Max-slew headroom=36.9%, sequential-to-total area share from yosys stat=0%, die height=158 um, DRT antenna net count=0, placeable core area=23700 um^2, Avg Cell Area, Syn=7.36 um^2, Congestion Overflow GR=0, number of remaining DRC errors=0, crit path cell chain=clkdlybuf4s50_1 > inv_1 > ha_1 > nor4_1 > nand2_1 > a21oi_1 > o311ai_1 > a31oi_1 > o31ai_1 > a2111oi_0 > nor4b_2 > nand4b_1 > nor3_2 > clkdlybuf4s50_1, status=completed, Tool Warnings=96, first-pass GRT wire length=71700 um, via count=11.5k, Distinct cells, synth=91, # IOs=101, most numerous logic cell after layout=nor2_1, fin cells=1676, final period utilization=65.4%, Final Hold Viols=0, vias in the first global route=10.6k, gpl congestion=1.06, RSZ-0062 raised after global routing=false, DR vias/cell=6.87, Leakage Power=4.47 nW, largest net degree at the start of global routing=52, top cells by area=ha_1 (12%), mux4_2 (9.2%), mux2i_1 (6.9%), Critical Path Start Type=primary input, flip-flops=0, Antenna Cells=0, GRT Total Usage=40.2%, Setup CP Type=in -> out, DIE WIDTH=158 um, HPWL after DPL=38100 um, VDD IR-drop max=28.6 uV, Top-area cell share=12.3%, Worst Path Max Fanout=12, Power Dens Cells=27.7 nW/um^2, Init Core Util=41.2%, setup bufs post-CTS=0, min Tclk post-route=13090 ps, initial antenna violation count=0, # clk buffers=0, Die Size=25000 um^2, max-cap violations=0, Tot Pwr=302 uW, Fmax=0.0764 GHz, Fin Hold WS=9340 ps, DRT Pass-1 Iters=6, Chip Area, Yosys=9760 um^2, CP max stage delay=860 ps, Final Setup Violations=0, # port buffers=101, crit path DAT=9090 ps, min-delay worst type=in -> out, yosys cell count=1327, share of cells above drive strength 1=9.87%, max-slew violations=0, cell mode on critical path=clkdlybuf4s50_1, placed insts=1676, Worst Setup End Kind=primary output, Cells after Synth=1327, setup_tns=0 ps, DRT iter0 DRCs=1235, area grow syn2layout=11.8%, Worst path top cell family by delay=AND-OR/OR-AND gates, Synth Cell Area=9760 um^2, Critical-path top delay cell=clkdlybuf4s50_1, register area=0 um^2, hold buffers post-CTS=0, top cell type by total area after synthesis=ha_1, CP required=16000 ps, most frequent cells in the layout=nor2_1 (111), inv_1 (105), nand2_1 (99), Least-Margin Pin Slew=932 ps, Buf/Inv on CP=3, Yosys Warn Count=1, WL/cell=29.0 um, # rows=56
-- cells by family after synthesis --
kind of cell,Yosys count,synth area share [%]
mux,149,23.6
compound gates,436,31.5
fa+ha+maj,98,12.7
buf+inv,209,9.41
simple gates,424,21.8
xor+xnor,11,0.987
-- synthesized netlist by cell type (21+ instances only) --
library cell	count
a211oi_1	24
a21o_1	21
a21oi_1	78
a31oi_1	24
buf_2	23
clkbuf_1	61
ha_1	96
inv_1	105
mux2_2	24
mux2i_1	67
mux4_2	40
nand2_1	99
nand3_1	38
nor2_1	111
nor2b_1	24
nor3_1	46
o211ai_1	24
o21ai_0	82
-- through the flow --
| step | setup WS, ps | util (%) | instance area, um^2 |
|---|---|---|---|
| final | 6910 | 46.1 | 10900 |
| after global routing | 6720 | 46.1 | 10900 |
| after CTS | 7000 | 46.1 | 10900 |
| after detailed placement | 7010 | 46.1 | 10900 |
| after global placement | 6920 | 46.1 | 10900 |
| after floorplan | 8400 | - | 9760 |
-- path summary, 6_finish.rpt --
path | to | slack [ps] | cells past startpoint | startpoint
max | oZero | 6910 | 14 | iAluOp1[8]
min | oAluResult[1] | 9340 | 5 | iAluOp2[2]
-- routing by layer --
| layer | vias to the layer above | track usage, % | wire length [um] |
|---|---|---|---|
| met5 | - | 0 | 0 |
| met4 | 0 | 14.9 | 2300 |
| met3 | 118 | 7.69 | 4370 |
| met2 | 683 | 62.7 | 21600 |
| met1 | 5530 | 55.6 | 20200 |
| li1 | 5183 | - | - |
-- final cells by class --
class              count  area [um^2]
fillers             2470        12800
inverters            108          405
multi-input cells   1118         8880
well taps            319          399
repair buffers       131         1220
-- power breakdown --
group,internal [mW],total (mW),leakage [nW],switching [mW]
clock network,0,0,0,0
logic,0.119,0.302,4.46,0.183
registers,0,0,0,0
Power and IR drop assume default switching activity.
