===== flow/run.sh =====
#!/bin/bash
# OpenROAD 26Q1-2900-gdf79404cd8, Yosys 0.63+post, stock flow scripts
make -C /OpenROAD-flow-scripts/flow DESIGN_CONFIG=/design/flow/config.mk WORK_HOME=/design/flow/orfs finish

===== flow/config.mk =====
export PLATFORM = sky130hd
export DESIGN_NAME = DPipelineRegisterE
export DESIGN_NICKNAME = DPipelineRegisterE
export VERILOG_FILES = /design/flow/design.v
export SDC_FILE = /design/flow/constraint.sdc
export NUM_CORES = 4
export LEC_CHECK = 1
export CORE_AREA = 10 10 170 170
export DIE_AREA = 0 0 180 180

===== flow/constraint.sdc =====
current_design DPipelineRegisterE

set clk_period 1.0
set clk_io_pct 0.2

create_clock -name clk0 -period $clk_period [get_ports {iClk}]

set non_clock_inputs [all_inputs -no_clocks]
set_input_delay [expr $clk_period * $clk_io_pct] -clock clk0 $non_clock_inputs
set_output_delay [expr $clk_period * $clk_io_pct] -clock clk0 [all_outputs]

===== flow/design.v =====
  typedef enum logic[3:0] { 
    BRANCH, 
    LOAD, 
    STORE, 
    UPPER, 
    IMM_COMPUTATION, 
    REG_COMMPUTATION, 
    JUMP,
    NULLINS = 4'b1111
  } InstructionTypes;
  typedef enum logic[3:0] {    
    ADD, 
    SUB, 
    SHIFT_LEFT_LOGICAL, 
    SET_LESS_THAN, 
    USET_LESS_THAN,  
    XOR,
    SHIFT_RIGHT_LOGICAL, 
    SHIFT_RIGHT_ARITHMETIC,   
    OR, 
    AND, 
    NULL_R = 4'b1111
  } TypeR;
  typedef enum logic [3:0] {   
    IMM_ADD,
    IMM_SHIFT_LEFT_LOGICAL = 2,
    IMM_SET_LESS_THAN, 
    IMM_USET_LESS_THAN, 
    IMM_XOR,
    IMM_SHIFT_RIGHT_LOGICAL, 
    IMM_SHIFT_RIGHT_ARITHMETIC,  
    IMM_OR, 
    IMM_AND,
    LOAD_BYTE, 
    LOAD_HALF, 
    LOAD_WORD, 
    ULOAD_BYTE, 
    ULOAD_HALF,  
    NULL_I = 4'b1111
  } TypeI;
  typedef enum logic[3:0] {
    ADD_UPPER_PC,
    LOAD_UPPER_IMM,
    NULL_U = 4'b1111
  } TypeU;
  typedef enum logic[3:0] {
    STORE_BYTE,
    STORE_HALF,
    STORE_WORD,
    NULL_S = 4'b1111
  } TypeS;
  typedef enum logic[3:0] {
    JUMP_LINK_REG,
    JUMP_LINK,
    NULL_J = 4'b1111
  } TypeJ;
  typedef enum logic[3:0] { 
    BEQ, 
    BNE, 
    BLT, 
    BGE, 
    BLTU, 
    BGEU, 
    NULL_B = 4'b1111
  } TypeB;
  typedef union packed{ 
    TypeR R;
    TypeI I;
    TypeU U;
    TypeS S;
    TypeJ J;
    TypeB B;
    logic [3:0] NULL;
  } InstructionSubTypes;
  typedef union packed{
    TypeR REG_COMPUTATION;
    TypeI IMM_COMPUTATION;
    logic [3:0] NULL;
  } AluOp;
module DPipelineRegisterE(
    input   logic                   iClk,
    input   logic                   iFlushE,
    input   InstructionTypes        iInstructionTypeD,
    input   InstructionSubTypes     iInstructionSubTypeD,
    input   logic [31:0]            iPCD, 
    input   logic [31:0]            iImmExtD,
    input   logic [ 2:0]            iResultSrcD,
    input   logic [ 3:0]            iAluControlD,
    input   logic                   iAluSrcD,
    input   logic [31:0]            iRegDataOut1D,
    input   logic [31:0]            iRegDataOut2D,
    input   logic [ 4:0]            iRs1D,
    input   logic [ 4:0]            iRs2D,
    input   logic [ 4:0]            iRdD,
    input   logic                   iRegWriteEnD,
    input   logic                   iMemWriteEnD,
    output  InstructionTypes    oInstructionTypeE,
    output  InstructionSubTypes oInstructionSubTypeE,
    output  logic [31:0]        oPCE,
    output  logic [31:0]        oImmExtE,
    output  logic [2:0]         oResultSrcE,
    output  logic [3:0]         oAluControlE,
    output  logic               oAluSrcE,
    output  logic [31:0]        oRegDataOut1E,
    output  logic [31:0]        oRegDataOut2E,
    output  logic [4:0]         oRs1E,
    output  logic [4:0]         oRs2E,
    output  logic [4:0]         oRdE,
    output  logic               oRegWriteEnE,
    output  logic               oMemWriteEnE
);
    always_ff @ (posedge iClk) begin
        if(iFlushE) begin
            oInstructionTypeE         <= NULLINS;
            oInstructionSubTypeE.NULL <= 4'b1111;
            oPCE                 <= 32'b0;
            oImmExtE             <= 32'b0;
            oResultSrcE          <= 3'b000;
            oAluControlE         <= 4'b1111;
            oAluSrcE             <= 1'b0;
            oRegDataOut1E        <= 32'b0;
            oRegDataOut2E        <= 32'b0;
            oRs1E                <= 5'b0;
            oRs2E                <= 5'b0;
            oRdE                 <= 5'b0;
            oRegWriteEnE         <= 1'b0;
            oMemWriteEnE         <= 1'b0;
        end 
        else begin
            oInstructionTypeE    <= iInstructionTypeD;
            oInstructionSubTypeE <= iInstructionSubTypeD;
            oPCE                 <= iPCD;
            oImmExtE             <= iImmExtD;
            oResultSrcE          <= iResultSrcD;
            oAluControlE         <= iAluControlD;
            oAluSrcE             <= iAluSrcD;
            oRegDataOut1E        <= iRegDataOut1D;
            oRegDataOut2E        <= iRegDataOut2D;
            oRs1E                <= iRs1D;
            oRs2E                <= iRs2D;
            oRdE                 <= iRdD;
            oRegWriteEnE         <= iRegWriteEnD;
            oMemWriteEnE         <= iMemWriteEnD;
        end
    end
endmodule

==> results.sh <==
# physical design summary
export IMPL_drt_iter0_drc=66
export IMPL_ios=324
export IMPL_slowest_delay_ns=0.35
export IMPL_area_leaders="dfxtp_1 74%, nor2b_1 20%, or2_1 1.6%, and2b_1 1.6%, buf_2 0.92%"
export IMPL_finalSetupTns_ns=-2.201
export IMPL_grt_pass1_vias=3503
export IMPL_dr_pass1_iters=4
export IMPL_hpwlAfterDp_mm=12.64
export IMPL_ant_nets=0
export IMPL_drive_gt1_frac=0.3478
export IMPL_finalHoldViolCount=0
export IMPL_crit_path_end_kind="primary output"
export IMPL_synthToLayoutAreaGrowth_pct=83.14
export IMPL_grt_ovfl_total=0
export IMPL_worst_slack_ns=-0.05847
export IMPL_arrival_ns=0.86
export IMPL_synth_logic_top_family="simple AND/OR/NAND/NOR gates"
export IMPL_critPathLaunch="oRegDataOut2E[24]$_SDFF_PP0_"
export IMPL_ys_flop_type="dfxtp_1"
export IMPL_adder_share=0
export IMPL_die_area_mm2=0.03240
export IMPL_worst_path_max_fanout=1
export IMPL_clock_path_buffers=2
export IMPL_ys_cells=340
export IMPL_die_w_um=180
export IMPL_mux_area_frac=0
export IMPL_max_cap_violations=0
export IMPL_syn_avg_cell_area_um2=12.77
export IMPL_grt_max_degree=32
export IMPL_place_area_mm2=0.008063
export IMPL_maxSlewHeadroom=0.8611
export IMPL_grtUsageMet1=0.1160
export IMPL_hp_start="iFlushE"
export IMPL_clock_sinks=161
export IMPL_rsz0062_at_grt="yes"
export IMPL_warnings=27
export IMPL_syn_inst=340
export IMPL_post_route_period_util=1.058
export IMPL_path_clk_slew_ns=0.07
export IMPL_track_usage=0.09413
export IMPL_clockRootBuffer="clkbuf_16"
export IMPL_grt_pass1_wl_mm=23.25
export IMPL_worstPathRequired_ns=0.80
export IMPL_synth_largest_area_cell="dfxtp_1"
export IMPL_drt_wl_total_mm=15.62
export IMPL_io_buffers=323
export IMPL_cts_tree="built"
export IMPL_min_path_cells=2
export IMPL_yosysChipArea_mm2=0.004342
export IMPL_start_kind="flop"
export IMPL_synth_seq_area_share=0.7424
export IMPL_ys_ff=161
export IMPL_worst_pin_slew_ns=0.2083
export IMPL_ys_async_sr_fraction=0
export IMPL_cts_buffers_inserted=17
export IMPL_drv_slew=0
export IMPL_dieHeight_um=180
export IMPL_dp_cells=992
export IMPL_hp_class="input pin to flop"
export IMPL_crit_family="flip-flops"
export IMPL_max_freq_ghz=0.9448
export IMPL_critical_path_depth=1
export IMPL_fin_cells=1024
export IMPL_post_route_drc_count=0
export IMPL_top_cell="dfxtp_1"
export IMPL_vias_per_cell=3.310
export IMPL_powerDensity_mw_per_mm2=1885
export IMPL_final_area_mm2=0.007951
export IMPL_wire_per_inst_um=15.26
export IMPL_htreeDepth=4
export IMPL_p_leak_nw=3.512
export IMPL_grt_busiest_layer="met2"
export IMPL_use_met3=0.05338
export IMPL_netlist_area_leader_share=0.7424
export IMPL_met2_usage=0.1472
export IMPL_setup_viol=159
export IMPL_critPathKind="flop to primary output"
export IMPL_globalplace_congestion=0.7737
export IMPL_design_core_area_mm2=0.02518
export IMPL_hold_end="oPCE[30]$_SDFF_PP0_"
export IMPL_critPathSlowestCell="dfxtp_2"
export IMPL_violations="negative setup slack"
export IMPL_hold_worst_slack_ns=0.1209
export IMPL_crit_chain="buf_6"
export IMPL_edf_count=0
export IMPL_netlist_area_mm2=0.004342
export IMPL_rows=58
export IMPL_peakVddDrop_v=0.0009549
export IMPL_synth_warnings=1
export IMPL_period_needed_ns=1.058
export IMPL_status="complete, but fails checks"
export IMPL_crit_buf_inv=1
export IMPL_vias=3389
export IMPL_post_synth_num_cell_types=8
export IMPL_holdBufCountCts=0
export IMPL_yosys_area_share_simple=0.2346
export IMPL_top_cells_by_count="161 x dfxtp_1, 140 x nor2b_1, 11 x or2_1"
export IMPL_antenna_found_initial=1
export IMPL_ys_sh_xor=0
export IMPL_ys_sh_aoi=0
export IMPL_fp_utilization=0.1724
-- flip-flops by register name, indices dropped and copies added, names as in the netlist, 3 cells and up --
signal,cells
oRs1E,5
oAluControlE,4
oInstructionTypeE,4
oResultSrcE,3
oRegDataOut2E,32
oRegDataOut1E,32
oInstructionSubTypeE,4
oPCE,32
oRs2E,5
oRdE,5
oImmExtE,32
-- cell type report --
type | instances | area, um2
antenna | 1 | 2.502
sequential | 161 | 3262
tap | 330 | 412.9
clock inverter | 10 | 145.1
multi-input combinational | 161 | 1018
timing repair buffer | 340 | 2640
clock buffer | 21 | 470.5
fill | 2605 | 17230
-- timing repair --
| action | in CTS | in global routing |
|---|---|---|
| resized | 546 | 20 |
| endpoints found under the setup margin | 161 | 161 |
| cloned | 0 | 0 |
| buffers inserted | 0 | 0 |
-- where the power goes --
group / internal (W) / switching [W] / total, W / leakage, nW
clock network: 0.00415 / 0.00265 / 0.00680 / 0.297
registers: 0.00677 / 0.0000745 / 0.00684 / 1.35
logic: 0.000993 / 0.000346 / 0.00134 / 1.87
total: 0.0119 / 0.00307 / 0.0150 / 3.51
-- layer usage --
| metal | part of all wire | up-vias |
|---|---|---|
| li1 | - | 1698 |
| met1 | 0.42 | 1482 |
| met2 | 0.45 | 203 |
| met3 | 0.11 | 6 |
| met4 | 0.0097 | 0 |
| met5 | 0 | - |
-- stage by stage --
step	utilization	setup WS (ns)	total power [W]
after global placement	0.3202	-0.1211	0.008673
after detailed placement	0.3202	-0.1017	0.008677
after CTS	0.3141	-0.09400	0.01528
final	0.3158	-0.05847	0.01498
after floorplan	-	0.08106	0.007193
after global routing	0.3157	-0.1103	0.01568
-- cell usage in the layout (no fill, tap or decap) --
cell type        count
and2b_1              9
buf_12               4
buf_2              155
buf_4               14
buf_6                6
bufinv_16            3
clkbuf_1             1
clkbuf_16           17
clkbuf_8             3
clkdlybuf4s50_1    161
clkinv_2             1
clkinvlp_4           2
dfxtp_1            130
dfxtp_2             31
diode_2              1
inv_6                4
nor2b_1            140
or2_1               11
or2_2                1
-- kinds of logic after synthesis --
| logic type | after synthesis |
|---|---|
| flip-flops | 161 |
| AND/OR/NAND/NOR | 161 |
| buffers and inverters | 18 |
-- worst max path at each step --
| stage | slack, ns | to |
|---|---|---|
| global route | -0.11 | oAluControlE[0] |
| finish | -0.06 | oRegDataOut2E[24] |
| CTS | -0.09 | oRegDataOut2E[24] |
Power and IR drop assume default switching activity.
